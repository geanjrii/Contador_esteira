$ cat design.v
module Contador_esteira(clk, sensor, rst, parada, perigo, continuar, display_c , display_i, LED_vm, LED_vd);
	input logic clk, sensor, rst, parada, perigo, continuar;
	output logic [6:0] display_c , display_i;
	output logic LED_vm, LED_vd;
	reg [3:0] cont_c, cont_i;	 
	reg [2:0] auto_p;		 
	reg [1:0] funcionamento;	 
	parameter espera = 2'b00, emergencia = 2'b01, atividade = 2'b10;
	initial funcionamento <= espera;
	always_ff @ (posedge clk, posedge rst) begin	 
		if(rst)	begin		 
			cont_c <= 4'b0;
			cont_i <= 4'b0;
			auto_p <= 3'b0;
		end
		else begin		
			case(funcionamento)	 
				espera: begin
					LED_vd <= 0;
					LED_vm <= 0;
					funcionamento <= continuar ? atividade : espera;
				end
				emergencia: begin
					LED_vm <= 1;
					LED_vd <= 0;
					funcionamento <= continuar ? atividade : emergencia;
				end						
				atividade: begin
					LED_vd <= 1;
					LED_vm <= 0;
					cont_c <= cont_c + 1;
					if(perigo) funcionamento <= emergencia;
					else if(parada | (auto_p >= 3'b101)) funcionamento <= espera;
					else begin
						funcionamento <= atividade;
							if(sensor) begin
								cont_i <= cont_i + 1;
								auto_p <= 0;
							end
							else
								auto_p <= auto_p + 1;
							end
					end
			endcase
		end   
	end 
	always_comb begin	 
		case(cont_c)					 
			4'b0000: display_c = 7'b1111110;	 
			4'b0001: display_c = 7'b0110000;	 
			4'b0010: display_c = 7'b1101101;	 
			4'b0011: display_c = 7'b1111001;	 
			4'b0100: display_c = 7'b0110011;	 
			4'b0101: display_c = 7'b1011011;	 
			4'b0110: display_c = 7'b1011111;	 
			4'b0111: display_c = 7'b1110000;	 
			4'b1000: display_c = 7'b1111111;	 
			4'b1001: display_c = 7'b1111011;	 
			4'b1010: display_c = 7'b1110111;	 
			4'b1011: display_c = 7'b0011111;	 
			4'b1100: display_c = 7'b1001110;	 
			4'b1101: display_c = 7'b0111101;	 
			4'b1110: display_c = 7'b1001111;	 
			4'b1111: display_c = 7'b1000111;	 
			default: display_c = 7'b0000001;	 
		endcase
		case(cont_i)					 
			4'b0000: display_i = 7'b1111110;	 
			4'b0001: display_i = 7'b0110000;	 
			4'b0010: display_i = 7'b1101101;	 
			4'b0011: display_i = 7'b1111001;	 
			4'b0100: display_i = 7'b0110011;	 
			4'b0101: display_i = 7'b1011011;	 
			4'b0110: display_i = 7'b1011111;	 
			4'b0111: display_i = 7'b1110000;	 
			4'b1000: display_i = 7'b1111111;	 
			4'b1001: display_i = 7'b1111011;	 
			4'b1010: display_i = 7'b1110111;	 
			4'b1011: display_i = 7'b0011111;	 
			4'b1100: display_i = 7'b1001110;	 
			4'b1101: display_i = 7'b0111101;	 
			4'b1110: display_i = 7'b1001111;	 
			4'b1111: display_i = 7'b1000111;	 
			default: display_i = 7'b0000001;	 
		endcase
	end
endmodule 
$ cat run.sh
#!/bin/bash
# OpenROAD 26Q1-2900-gdf79404cd8, Yosys 0.63+post, stock flow scripts
make -C /OpenROAD-flow-scripts/flow DESIGN_CONFIG=/design/flow/config.mk WORK_HOME=/design/flow/orfs finish
$ cat config.mk
export PLATFORM = sky130hd
export DESIGN_NAME = Contador_esteira
export DESIGN_NICKNAME = Contador_esteira
export VERILOG_FILES = /design/flow/design.v
export SDC_FILE = /design/flow/constraint.sdc
export NUM_CORES = 4
export LEC_CHECK = 1
export CORE_AREA = 10 10 95 95
export DIE_AREA = 0 0 105 105
$ cat constraint.sdc
current_design Contador_esteira

set clk_period 2.3
set clk_io_pct 0.2

create_clock -name clk0 -period $clk_period [get_ports {clk}]

set non_clock_inputs [all_inputs -no_clocks]
set_input_delay [expr $clk_period * $clk_io_pct] -clock clk0 $non_clock_inputs
set_output_delay [expr $clk_period * $clk_io_pct] -clock clk0 [all_outputs]
==> flow_metrics.py <==
# Physical implementation metrics
metrics = {
    "outcome": {
        "outcome": "finished clean",
    },
    "synth": {
        "synthTopCellsByArea": "dfrtp_1 22%, ha_1 22%, edfxtp_1 9.4%",
        "ys_chip_area_um2": 1280,
        "top_cell_area_share_pct": 21.5,
        "postSynthAreaPerCell_um2": 9.54,
        "yosysWarnings": 1,
        "ys_ff": 15,
        "edf_count": 4,
        "top_cells_by_count": "22 x ha_1, 17 x inv_1, 11 x dfrtp_1, 11 x o21ai_0, 9 x nand2_1",
        "async_flop_share_pct": 73.3,
        "most_common_cell": "ha_1",
        "synthCells": 134,
        "ys.flop_type": "dfrtp_1",
        "ys_seq_share_pct": 30.9,
        "ys_cells": 134,
        "yosysUniqueCellTypes": 31,
        "syn_area_um2": 1280,
        "top_area_cell": "dfrtp_1",
    },
    "route": {
        "wl_met2_um": 1350,
        "drt_wl_total_um": 2730,
        "m1WireLength_um": 1260,
        "wl_per_cell_um": 10.2,
        "route.detailed.drc": 0,
        "firstDrtPassIters": 4,
        "vias_per_cell": 3.89,
        "vias": 1046,
        "drtAntennaViolNets": 0,
        "routed.top_layer": "met4",
        "wl_met3_um": 116,
        "dr.first_iter.drc_count": 53,
        "n_antenna_cell": 0,
    },
    "clock_network": {
        "cts_tree": "yes",
        "clkLatencyLatePin_ns": 0.25,
        "clkSlewWorstSetupHoldPaths_ns": 0.06,
        "cts.sinks": 15,
        "cts-root-buf": "clkbuf_8",
        "clk_path_buf_depth": 2,
        "cts_buffers": 3,
        "htreeDepth": 1,
    },
    "run": {
        "warnings": 44,
        "maxCapViolCount": 0,
    },
    "timing": {
        "rsz0062_at_grt": "no",
        "hold_viol_final": 0,
        "worst_pin_slew_ns": 0.452,
        "tns_ns": 0,
        "whs_ns": 0.548,
        "finalCritPeriodShare_pct": 96.1,
        "max_freq_mhz": 452,
        "drv_slew": 0,
        "fin_crit_ns": 2.21,
        "skew_ns": 0.00448,
        "relSlewSlack_pct": 69.8,
        "setup_violations": 0,
    },
    "placed_design": {
        "postPlaceCellArea_um2": 1650,
        "io_buffers": 21,
        "hpwlAfterDp_um": 2050,
        "gp_congestion": 0.867,
    },
    "finish": {
        "finalInstanceArea_um2": 1860,
        "post-route-util_pct": 26.9,
        "area.growth.synth_to_final_pct": 45.5,
        "drive_gt1_share_pct": 27.2,
    },
    "global_route": {
        "grt_pass1_wl_um": 4640,
        "grt.overflow.total": 0,
        "antenna_found_initial": 0,
        "grt_max_degree": 15,
        "grt_use_total_pct": 4.78,
        "grt_pass1_vias": 1077,
    },
    "critical_path": {
        "r2r_start": "auto_p[0]$_DFFE_PP0P_",
        "slowest_stage": "mux4_2",
        "start_kind": "flip-flop",
        "cpMostUsedCell": "inv_2",
        "path_cells": "inv_2 -> buf_4 -> ha_2 -> mux4_2 -> inv_2 -> dlygate4sd2_1",
        "end_kind": "output pin",
        "critPathLaunch": "cont_i[1]$_DFFE_PP0P_",
        "cp_top_family": "buffers and inverters",
        "cp_max_fo": 4,
        "path_buffers": 4,
        "crit_arrival_ns": 1.75,
        "critical_path.max_stage_delay_ns": 0.46,
        "path_class": "flip-flop to output pin",
        "cp.required_ns": 1.84,
    },
    "floorplanning": {
        "core_area_um2": 6910,
        "chipArea_um2": 11000,
        "fp-row-count": 30,
        "die_height_um": 105,
        "core_util_floorplan_pct": 18.5,
        "die_w_um": 105,
        "num_io_pins": 22,
    },
    "power_and_ir_drop": {
        "power.leakage_uw": 0.000831,
        "p_per_area_nw_per_um2": 1190,
        "peakVddDrop_mv": 0.242,
    },
    "hold_path": {
        "holdCritStartpoint": "cont_c[3]$_DFFE_PP0P_",
        "hold_path_class": "flip-flop to flip-flop",
    },
}
-- stage by stage --
step / setup WS [ns] / power [µW] / instances
finish: 0.0896 / 2210 / 269
global route: 0.00892 / 2440 / 269
detailed placement: 0.0922 / 1850 / 255
CTS: -0.121 / 2220 / 266
floorplan: 0.488 / 1190 / 134
global placement: 0.113 / 1840 / 255
-- per-layer routing --
layer  vias up  global-route usage (%)
met5         -                       0
met4         0                   0.686
met1       500                    5.73
li1        535                       -
met3         2                    1.30
met2         9                    8.50
-- area by class of cell --
type	instances	area, µm²
Fill cell	741	5050
Clock buffer	3	41.3
Sequential cell	15	395
Multi-Input combinational cell	97	847
Inverter	17	63.8
Tap cell	96	120
Clock inverter	1	5.00
Timing Repair Buffer	40	388
-- registers in the layout, summed over array words and instances (netlist names) --
register / flops
LED_vd: 1
LED_vm: 1
auto_p: 3
cont_c: 4
cont_i: 4
funcionamento: 2
-- report_power, final --
| group | switching, µW | total, µW | leakage [µW] | internal [µW] |
|---|---|---|---|---|
| clock | 91.9 | 212 | 0.0000255 | 120 |
| sequential | 150 | 518 | 0.000172 | 368 |
| combinational | 584 | 1480 | 0.000634 | 898 |
-- placed cells by master, fill, tap and decap left out, types with 3 or more instances in the layout --
cell type | Yosys | final
nor2_1 | 8 | 8
ha_2 | 0 | 4
dlygate4sd2_1 | 0 | 3
nor2b_1 | 5 | 5
o21ai_0 | 11 | 10
xnor2_1 | 5 | 5
clkdlybuf4s50_1 | 0 | 10
nand2_2 | 1 | 3
dfrtp_1 | 11 | 11
buf_6 | 1 | 5
clkbuf_8 | 0 | 3
a21oi_1 | 7 | 6
edfxtp_1 | 4 | 4
ha_1 | 22 | 15
ha_4 | 0 | 3
nand2_1 | 9 | 7
buf_4 | 0 | 14
nand2b_1 | 3 | 3
inv_2 | 0 | 7
nand3_1 | 3 | 3
inv_1 | 17 | 10
a22oi_1 | 3 | 3
dlymetal6s2s_1 | 0 | 8
nand4_1 | 3 | 3
-- cell families (layout without fill, tap and decap cells) --
| kind of cell | Yosys count | after routing | synth area share, % |
|---|---|---|---|
| buffers and inverters | 22 | 61 | 7.24 |
| adder cells (fa/ha/maj) | 22 | 22 | 21.5 |
| AND-OR/OR-AND | 26 | 26 | 13.3 |
| flip-flops | 15 | 15 | 30.9 |
| AND/OR/NAND/NOR | 37 | 37 | 15.5 |
| XOR/XNOR | 6 | 6 | 4.11 |
| multiplexers | 6 | 6 | 7.44 |
-- path summary, 6_finish.rpt --
check | endpoint | slack, ns | cells past startpoint
setup / recovery | display_i[3] | 0.09 | 6
min in group asynchronous | cont_c[0]$_DFFE_PP0P_ | 0.56 | 2
setup reg to reg | auto_p[1]$_DFFE_PP0P_ | 0.70 | 4
max in group asynchronous | cont_i[1]$_DFFE_PP0P_ | 1.43 | 2
hold reg to reg | cont_c[3]$_DFFE_PP0P_ | 0.55 | 1
hold / removal | cont_c[3]$_DFFE_PP0P_ | 0.55 | 1
-- timing repair --
action	4_1_cts	5_1_grt
buffers inserted	7	3
endpoints found under the setup margin	8	8
resized	20	15
hold buffers	0	0
pin swaps	1	5
Power is estimated from default activity; no workload was simulated.
